==> design.v <==
`timescale 1ns / 1ps
module accelerator (
    input  wire clk,
    input  wire rst_n,
    input  wire in_valid,
    input  wire [31:0] in_data,
    output wire in_ready,
    output wire out_valid,
    output wire [31:0] out_data,
    input  wire out_ready
);
parameter MAX_SHAPES = 8;
parameter MAX_REGION_W = 64;
parameter MAX_REGION_H = 64;
parameter MAX_SHAPE_CELLS = 16;
function integer clog2;
    input integer value;
    integer v;
    begin
        v = value - 1;
        for (clog2 = 0; v > 0; clog2 = clog2 + 1)
            v = v >> 1;
    end
endfunction
localparam integer SHAPE_IDX_W = clog2(MAX_SHAPES + 1);
localparam ST_IDLE        = 3'd0;
localparam ST_LOAD_SHAPES = 3'd1;
localparam ST_LOAD_REGION = 3'd2;
localparam ST_OUTPUT      = 3'd3;
reg [2:0] state;
reg [15:0] num_shapes;
reg [15:0] num_regions;
reg [15:0] regions_seen;
reg [31:0] regions_that_fit;
reg [7:0] shape_num_cells [0:MAX_SHAPES-1];
reg [SHAPE_IDX_W-1:0] shape_idx;
reg [1:0] shape_substate;  
reg [7:0] cells_remaining;
reg [15:0] region_w;
reg [15:0] region_h;
reg [7:0] region_q [0:MAX_SHAPES-1];
reg [1:0] region_substate;  
integer i;
wire accept = in_valid && in_ready;
wire shape_loading_done = (shape_idx >= num_shapes);
wire region_loading_done = (regions_seen >= num_regions);
assign in_ready =
    (state == ST_IDLE)        ? 1'b1 :
    (state == ST_LOAD_SHAPES) ? !shape_loading_done :
    (state == ST_LOAD_REGION) ? !region_loading_done :
    1'b0;  
assign out_valid = (state == ST_OUTPUT);
assign out_data  = regions_that_fit;
always @(posedge clk) begin
    if (!rst_n) begin
        state <= ST_IDLE;
        num_shapes <= 16'd0;
        num_regions <= 16'd0;
        regions_seen <= 16'd0;
        regions_that_fit <= 32'd0;
        shape_idx <= {SHAPE_IDX_W{1'b0}};
        shape_substate <= 2'd0;
        cells_remaining <= 8'd0;
        region_substate <= 2'd0;
        region_w <= 16'd0;
        region_h <= 16'd0;
        for (i = 0; i < MAX_SHAPES; i = i + 1) begin
            shape_num_cells[i] <= 8'd0;
            region_q[i] <= 8'd0;
        end
    end else begin
        case (state)
            ST_IDLE: begin
                if (accept) begin
                    num_shapes <= (in_data[15:0] > MAX_SHAPES) ? MAX_SHAPES : in_data[15:0];
                    num_regions <= in_data[31:16];
                    regions_seen <= 16'd0;
                    regions_that_fit <= 32'd0;
                    shape_idx <= {SHAPE_IDX_W{1'b0}};
                    shape_substate <= 2'd0;
                    cells_remaining <= 8'd0;
                    region_substate <= 2'd0;
                    state <= ST_LOAD_SHAPES;
                end
            end
            ST_LOAD_SHAPES: begin
                if (shape_idx >= num_shapes) begin
                    region_substate <= 2'd0;
                    state <= ST_LOAD_REGION;
                end else if (accept) begin
                    case (shape_substate)
                        2'd0: begin
                            shape_num_cells[shape_idx] <= in_data[23:16];
                            cells_remaining <= in_data[23:16];
                            if (in_data[23:16] == 0) begin
                                shape_idx <= shape_idx + 1'b1;
                                shape_substate <= 2'd0;
                            end else begin
                                shape_substate <= 2'd1;
                            end
                        end
                        2'd1: begin
                            if (cells_remaining <= 8'd4) begin
                                cells_remaining <= 8'd0;
                                shape_idx <= shape_idx + 1'b1;
                                shape_substate <= 2'd0;
                            end else begin
                                cells_remaining <= cells_remaining - 8'd4;
                                shape_substate <= 2'd1;
                            end
                        end
                        default: shape_substate <= 2'd0;
                    endcase
                end
            end
            ST_LOAD_REGION: begin
                if (regions_seen >= num_regions) begin
                    state <= ST_OUTPUT;
                end else if (accept) begin
                    case (region_substate)
                        2'd0: begin
                            region_w <= in_data[15:0];
                            region_h <= in_data[31:16];
                            for (i = 0; i < MAX_SHAPES; i = i + 1) begin
                                region_q[i] <= 8'd0;
                            end
                            region_substate <= 2'd1;
                        end
                        2'd1: begin
                            region_q[0] <= in_data[7:0];
                            if (MAX_SHAPES > 1) region_q[1] <= in_data[15:8];
                            if (MAX_SHAPES > 2) region_q[2] <= in_data[23:16];
                            if (MAX_SHAPES > 3) region_q[3] <= in_data[31:24];
                            region_substate <= 2'd2;
                        end
                        2'd2: begin
                            if (MAX_SHAPES > 4) region_q[4] <= in_data[7:0];
                            if (MAX_SHAPES > 5) region_q[5] <= in_data[15:8];
                            if (MAX_SHAPES > 6) region_q[6] <= in_data[23:16];
                            if (MAX_SHAPES > 7) region_q[7] <= in_data[31:24];
                            begin : area_calc_block
                                reg [31:0] ra;
                                reg [31:0] ta;
                                integer k;
                                ra = region_w * region_h;
                                ta = 32'd0;
                                for (k = 0; (k < MAX_SHAPES) && (k < 4); k = k + 1) begin
                                    ta = ta + (shape_num_cells[k] * region_q[k]);
                                end
                                if (MAX_SHAPES > 4) ta = ta + (shape_num_cells[4] * in_data[7:0]);
                                if (MAX_SHAPES > 5) ta = ta + (shape_num_cells[5] * in_data[15:8]);
                                if (MAX_SHAPES > 6) ta = ta + (shape_num_cells[6] * in_data[23:16]);
                                if (MAX_SHAPES > 7) ta = ta + (shape_num_cells[7] * in_data[31:24]);
                                if (ta <= ra) begin
                                    regions_that_fit <= regions_that_fit + 1'b1;
                                end
                            end
                            regions_seen <= regions_seen + 1'b1;
                            region_substate <= 2'd0;
                        end
                        default: region_substate <= 2'd0;
                    endcase
                end
            end
            ST_OUTPUT: begin
                if (out_valid && out_ready) begin
                    state <= ST_IDLE;
                end
            end
            default: state <= ST_IDLE;
        endcase
    end
end
endmodule
`timescale 1ns / 1ps
module day12_top #(
    parameter MAX_REGION_W = 64,
    parameter MAX_REGION_H = 64
) (
    input  wire clk,
    input  wire rst_n,
    input  wire in_valid,
    input  wire [31:0] in_data,
    output wire in_ready,
    output wire out_valid,
    output wire [31:0] out_data,
    input  wire out_ready
);
accelerator #(
    .MAX_REGION_W(MAX_REGION_W),
    .MAX_REGION_H(MAX_REGION_H)
) accel (
    .clk(clk),
    .rst_n(rst_n),
    .in_valid(in_valid),
    .in_data(in_data),
    .in_ready(in_ready),
    .out_valid(out_valid),
    .out_data(out_data),
    .out_ready(out_ready)
);
endmodule
==> run.sh <==
#!/bin/bash
# OpenROAD 26Q1-2900-gdf79404cd8, Yosys 0.63+post, stock flow scripts
make -C /OpenROAD-flow-scripts/flow DESIGN_CONFIG=/design/flow/config.mk WORK_HOME=/design/flow/orfs finish
==> config.mk <==
export PLATFORM = sky130hd
export DESIGN_NAME = day12_top
export DESIGN_NICKNAME = day12_top
export VERILOG_FILES = /design/flow/design.v
export SDC_FILE = /design/flow/constraint.sdc
export NUM_CORES = 4
export LEC_CHECK = 1
export CORE_UTILIZATION = 50
==> constraint.sdc <==
current_design day12_top

set clk_period 23.0
set clk_io_pct 0.2

create_clock -name clk0 -period $clk_period [get_ports {clk}]

set non_clock_inputs [all_inputs -no_clocks]
set_input_delay [expr $clk_period * $clk_io_pct] -clock clk0 $non_clock_inputs
set_output_delay [expr $clk_period * $clk_io_pct] -clock clk0 [all_outputs]
==> job_summary.md <==
### Flow metrics

| Metric | Value |
|---|---|
| Initial antenna violation count | `6` |
| Final cycle utilization of the critical path | `75.2%` |
| Die H | `280 µm` |
| Hold Crit Start | `accel.num_regions[6]` |
| HPWL after detailed placement | `76.3 mm` |
| Slew @ Worst Pin | `885 ps` |
| RePlAce Congestion | `0.995` |
| Distinct cells, synth | `84` |
| Remaining DRCs | `0` |
| CTS Hold Buffers Added | `0` |
| Die Area | `78500 µm²` |
| CTS tree | `done` |
| Deepest clock path buffer count | `3` |
| Post-synth top flop | `dfxtp_1` |
| DR WL/cell | `17.8 µm` |
| Share of layout cells above drive strength 1 | `3.77%` |
| I/O pin count | `70` |
| Post-CTS Resized | `0` |
| Tmin final | `17310 ps` |
| Area Overhead vs Synth | `7.32%` |
| First-pass GRT wire length | `160 mm` |
| Layout fillers | `7032` |
| Slowest cell on crit path | `clkdlybuf4s50_1` |
| Lkg Pwr | `20.5 nW` |
| Maxcap violations | `0` |
| Clock latency on the worst-skew pair | `610 ps` |
| Tot GR Track Use | `27.6%` |
| Leading area contributor after synthesis | `fa_1` |
| Clock root cell | `clkbuf_16` |
| Post-Syn Area | `38700 µm²` |
| Run status | `complete, no violations` |
| R2R setup slack | `9850 ps` |
| Crit-path max cell delay | `650 ps` |
| Diodes inserted | `0` |
| First drt pass iteration count | `7` |
| Area share of the largest cell type after synthesis | `27.5%` |
| OpenROAD warning count | `26` |
| CP required | `23470 ps` |
| Worst setup margin | `5690 ps` |
| Hold path depth | `2` |
| Comb gate area | `30200 µm²` |
| Ys cells | `4373` |
| Worst Clk Skew | `24.6 ps` |
| Setup CP Type | `primary input to flip-flop` |
| Detailed-route via count | `28800` |
| Max-slew violations | `0` |
| Yosys warnings | `2` |
| RSZ-0062 raised after global routing | `no` |
| TritonCTS Sinks | `229` |
| Power per standard cell area | `84.4 nW/µm²` |
| Placeable Area | `76200 µm²` |
| H-tree levels | `1` |
| Dpl ws | `5190 ps` |
| Worst relative slew slack | `41.0%` |
| Register share after synthesis | `13.5%` |
| Asr flop ratio synth | `0%` |
| Drt total wl | `96.6 mm` |
| Die W | `280 µm` |
| Reg clk slew, reported paths | `60 ps` |
| Critical Path Most Common Cell | `fa_1` |
| Reg2reg start | `accel.shape_num_cells[4][5]` |
| Hold Path Class | `flip-flop to flip-flop` |
| F_max | `57.8 MHz` |
| Maximum fanout along the worst path | `63` |
| Hold EP | `accel.num_regions[6]` |
| Number of global-route vias before repair | `29000` |
| Crit path DAT | `17770 ps` |
| CTS buffer count | `30` |
| Post-CTS Setup Bufs | `0` |
| Post-Syn Instances | `4373` |
| CP Launch Type | `primary input` |
| CP endpoint kind | `flip-flop` |
| Worst R2R Path Depth | `50` |
| RR Endpoint | `accel.regions_that_fit[19]` |
| Syn avg cell area | `8.85 µm²` |
| Fin. Hold Viols | `0` |
| Floorplan Utilization | `50.8%` |
| Largest net degree at the start of global routing | `70` |
| ANT nets after route | `0` |
| Area reported by Yosys stat | `38700 µm²` |
| # rows | `101` |
| Setup TNS | `0 ps` |
| Detailed Route Iter0 Violations | `1351` |
| Number of enable flip-flop cells | `64` |
| Sequential standard cell area | `5230 µm²` |
| Post-synth area hogs | `fa_1, ha_1, dfxtp_1` |
| Routed vias/inst | `5.31` |
| Synth flops | `229` |
| Peak VDD IR | `0.195 mV` |
| Total congestion overflow | `0` |
| Final setup vio count | `0` |
| Number of buffers added on ports | `69` |
report_power, final:
part | internal [mW] | total (mW) | switching (mW) | leakage [nW]
registers | 0.423 | 0.442 | 0.0185 | 1.99
logic | 1.14 | 2.57 | 1.43 | 18.0
clock network | 0.293 | 0.497 | 0.204 | 0.510
total | 1.85 | 3.51 | 1.65 | 20.5
routing by layer:
layer  GRT usage, %  up-vias  wire, µm
met2           38.9      722     40900
met1           44.8    14000     45700
met3           9.62       79      8790
met4           2.56        8      1100
met5          0.188        -        38
li1               -    14100         -
logic make-up (layout without fill, tap and decap cells):
family / count (synthesis) / in the layout / share of synthesized area (%)
AND/OR/NAND/NOR: 1447 / 1447 / 19.3
buffers and inverters: 866 / 890 / 8.57
flip-flops: 229 / 229 / 13.5
multiplexers: 3 / 3 / 0.0809
adder cells (fa/ha/maj): 1039 / 1039 / 43.9
other: 1 / 2 / 0.00969
XOR/XNOR: 192 / 192 / 4.35
AND-OR/OR-AND: 596 / 596 / 10.3
critical path: cells and delay by family:
kind | cells | cell delay (ps)
buffers and inverters | 7 | 1450
adder cells (fa/ha/maj) | 13 | 5350
XOR/XNOR | 5 | 860
AND/OR/NAND/NOR | 9 | 1510
AND-OR/OR-AND | 17 | 3960
cell usage in the layout, fill, tap and decap left out, types with 45 or more instances in the layout:
master           instances
buf_4                   59
and2_1                 523
ha_1                   506
nand3_1                 78
a21oi_1                184
xor2_1                  45
o21ai_0                101
a21o_1                  54
nor2_1                 138
xnor2_1                147
inv_1                  705
clkdlybuf4s50_1         68
nand2_1                478
edfxtp_1                64
dfxtp_1                165
fa_1                   532
cells in the mapped netlist (6+ instances only):
cell type / number
a22o_1: 32
or2_2: 6
o21ai_0: 101
o31ai_1: 27
clkbuf_1: 150
fa_1: 532
nor2_1: 138
nor3_1: 34
xnor2_1: 147
a211oi_1: 13
a31oi_1: 10
o21a_1: 36
a211o_1: 8
and3_1: 28
a21o_1: 54
o21bai_1: 22
inv_1: 705
a21oi_2: 26
ha_1: 506
nor2b_1: 30
nand2_1: 478
and2_1: 523
dfxtp_1: 165
a22oi_1: 7
nor4_1: 9
o211ai_1: 9
a21oi_1: 185
or4_1: 33
edfxtp_1: 64
xor2_1: 45
nand3_1: 78
nand2b_1: 39
nand4_1: 25
or3_1: 11
area by class of cell:
class	instances	share of cell area [%]
multi-input combinational	3279	72.7
inverter	706	6.38
timing repair buffer	128	2.72
tap	1030	3.10
clock inverter	16	0.497
sequential	229	12.6
clock buffer	40	2.02
state kept, by name, summed over array words and instances (netlist names):
name	flops
accel.state	4
accel.region_q	32
accel.shape_substate	2
accel.num_regions	16
accel.region_w	16
accel.regions_seen	16
accel.shape_num_cells	64
accel.cells_remaining	8
accel.shape_idx	4
accel.region_substate	3
accel.regions_that_fit	32
accel.num_shapes	16
accel.region_h	16
worst max path at each step:
stage | startpoint | end | slack, ps | cells past startpoint
after global routing | in_data[2] | accel.regions_that_fit[28] | 4650 | 51
after CTS | in_data[2] | accel.regions_that_fit[19] | 5750 | 51
final | in_data[2] | accel.regions_that_fit[19] | 5690 | 51
metrics by stage:
step | cells | utilization, % | hold WS, ps | instance area (µm²) | total power [mW]
finish | 5428 | 54.5 | 456 | 41500 | 3.51
global route | 5428 | 54.5 | 480 | 41500 | 3.90
CTS | 5428 | 54.5 | 456 | 41500 | 3.52
detailed placement | 5372 | 53.1 | 449 | 40500 | 2.99
global placement | 5372 | 53.1 | 441 | 40500 | 3.01
floorplan | 4374 | - | 432 | 38700 | 2.47
Power and IR drop assume default switching activity.
